--- /design/flow/run.sh ---
#!/bin/bash
# OpenROAD 26Q1-2900-gdf79404cd8, Yosys 0.63+post, stock flow scripts
make -C /OpenROAD-flow-scripts/flow DESIGN_CONFIG=/design/flow/config.mk WORK_HOME=/design/flow/orfs finish
--- /design/flow/config.mk ---
export PLATFORM = sky130hd
export DESIGN_NAME = FIFO8x9
export DESIGN_NICKNAME = FIFO8x9
export VERILOG_FILES = /design/flow/design.v
export SDC_FILE = /design/flow/constraint.sdc
export NUM_CORES = 4
export LEC_CHECK = 1
export CORE_AREA = 10 10 78 78
export DIE_AREA = 0 0 88 88
--- /design/flow/constraint.sdc ---
current_design FIFO8x9

set clk_period 1.0
set clk_io_pct 0.2

create_clock -name clk0 -period $clk_period [get_ports {RdInc}]
create_clock -name clk1 -period $clk_period [get_ports {WrInc}]
create_clock -name clk2 -period $clk_period [get_ports {clk}]

set non_clock_inputs [all_inputs -no_clocks]
set_input_delay [expr $clk_period * $clk_io_pct] -clock clk0 $non_clock_inputs
set_output_delay [expr $clk_period * $clk_io_pct] -clock clk0 [all_outputs]
--- /design/flow/design.v ---
module FIFO8x9
#(
  parameter Data_width = 9,   
            Addr_width = 3   
)
(
  input clk, rst,                        
  input RdPtrClr, WrPtrClr,              
  input RdInc, WrInc,                    
  input [Data_width-1:0] DataIn,         
  output reg [Data_width-1:0] DataOut,   
  input rden, wren                       
	);
	reg [Data_width-1:0] fifo_array[2**Addr_width-1:0];
	reg [Addr_width-1:0] wrptr, rdptr;
  integer i;
  always @(posedge clk or negedge rst) begin : proc_FIFO
    if(~rst) begin
      for (i=0; i< 2**Addr_width; i=i+1)
        fifo_array[i] <= '0;
      wrptr <= '0;
      rdptr <= '0;
    end else begin
      if(rden) begin
        DataOut <= fifo_array[rdptr];
      end
      if(wren) begin
        fifo_array[wrptr] <= DataIn;
      end
    end
  end
  always @(posedge RdInc) begin : proc_RdInc
    rdptr <= rdptr + 1;
  end
  always @(posedge WrInc) begin : proc_WrInc
    wrptr <= wrptr + 1;
  end
endmodule  
==> impl_summary.log <==
[flow] summary of implementation run
[metrics] result of the run: complete, no violations
[metrics] Inserted Clock Buffers: 3
[metrics] slack of the worst reg-to-reg path: 230 ps
[metrics] Hold Slack: 270.4 ps
[metrics] maximum resistive drop on vdd: 555.0 uV
[metrics] endpoint type of the worst setup path: flop
[metrics] layout cells sized above 1: 48.28%
[metrics] DR WL/cell: 12.76 um
[metrics] I/O Buffers: 21
[metrics] Worst Setup Start Kind: primary input
[metrics] DRC marker count from the first detailed-route iteration: 2
[metrics] First-pass DRT Iterations: 2
[metrics] Post-synth EDFFs: 9
[metrics] maximum fanout count along the critical path: 5
[metrics] HP Class: primary input to async pin
[metrics] setup clock skew after layout: 0.1446 ps
[metrics] vertical extent of the die: 88 um
[metrics] setup repair after global routing missed its margin: no
[metrics] sequential element share of the synthesized area: 76.45%
[metrics] overall chip area: 7744 um2
[metrics] number of maximum-capacitance violations: 0
[metrics] initial antenna violation count: 0
[metrics] slew at the pin closest to its max-slew limit: 135.8 ps
[metrics] Avg Cell Area, Syn: 22.35 um2
[metrics] antenna-violating nets left: 0
[metrics] cell type with the highest aggregate area in the netlist: sky130_fd_sc_hd__edfxtp_1
[metrics] yosys stat area: 648.1 um2
[metrics] gate count of the mapped netlist: 29
[metrics] Worst EP required: 970 ps
[metrics] maximum number of pins on one net before global-route repair: 11
[metrics] num rows: 24
[metrics] Largest cells by area: sky130_fd_sc_hd__edfxtp_1 42%, sky130_fd_sc_hd__dfrtp_1 35%, sky130_fd_sc_hd__mux2_4 21%
[metrics] Post-synth regs: 18
[metrics] max_slew headroom: 90.94%
[metrics] Pwr Density: 1609 nW/um2
[metrics] CTS sink cnt: 18
[metrics] Synth Cell Area: 648.1 um2
[metrics] static leakage: 0.4276 nW
[metrics] Layout area overhead: 55.21%
[metrics] DRC errors left: 0
[metrics] primary flip-flop cell chosen by synthesis mapping: sky130_fd_sc_hd__edfxtp_1
[metrics] vias: 327
[metrics] CTS H-tree depth: 1
[metrics] area of placed instances: 954.7 um2
[metrics] CTS tree: yes
[metrics] Crit Path Category: primary input to flop
[metrics] post-CTS clock slew at the launch and capture registers of the worst setup and hold paths: 60 ps
[metrics] Global Route Usage Sum: 3.873%
[metrics] reg-to-reg endpoint: fifo_array[0][1]$_DFFE_PN0P_
[metrics] remaining global-route overflow: 0
[metrics] final max-slew violation count: 0
[metrics] total power: 1.619 mW
[metrics] Top-area cell share: 41.70%
[metrics] arrival time of data at the critical path endpoint: 950 ps
[metrics] final total negative setup slack: 0 ps
[metrics] hold buffer count at CTS: 0
[metrics] area of all placed cells without fillers: 1006 um2
[metrics] setup ws final: 15.19 ps
[metrics] via count of the first global-routing pass: 389
[metrics] number of diodes added for antenna fixing: 0
[metrics] startpoint of the worst-slack reg-to-reg timing path: fifo_array[0][1]$_DFFE_PN0P_
[metrics] CTS Root Cell: sky130_fd_sc_hd__clkbuf_8
[metrics] Worst Reg-to-Reg Cells: 1
[metrics] clock buffer depth: 2
[metrics] final WL: 1404 um
[metrics] OpenROAD warning count: 30
[metrics] Chip Width: 88 um
[metrics] total count of hold-check failures in the final report: 0
[metrics] number of synthesis warnings: 14
[metrics] placeable core area: 4414 um2
[metrics] routability-driven placement congestion ratio: 0.7085
[metrics] yosys stat cell total: 29
[metrics] Starting Density: 14.68%
[metrics] number of top-level design ports: 26
[metrics] post-synth cell types: 5
[metrics] most numerous cell types in the synthesized netlist: 9 x sky130_fd_sc_hd__dfrtp_1, 9 x sky130_fd_sc_hd__edfxtp_1, 9 x sky130_fd_sc_hd__mux2_4
[metrics] vias per inst: 2.973
[metrics] pre-CTS setup slack: -284.4 ps
[metrics] share of synthesized registers carrying an async set or reset: 50.00%
[metrics] final count of negative-setup-slack endpoints: 0
[metrics] half-perimeter wire length after placement: 1110 um
[metrics] wire length of the first global-routing pass: 2180 um
-- worst max-delay path: stages --
cell	delay (ps)
sky130_fd_sc_hd__clkdlybuf4s50_1	480
sky130_fd_sc_hd__and2_4	160
sky130_fd_sc_hd__buf_6	110
-- kinds of logic after synthesis --
| logic type | share of synthesized area [%] |
|---|---|
| simple gates | 0.9659 |
| buf+inv | 1.737 |
| mux | 20.85 |
| flops | 76.45 |
-- how the worst max path moves through the flow --
stage | endpoint | from | depth (start not counted)
CTS | DataOut[0] | DataOut[0]$_DFFE_PP_ | 1
global route | DataOut[1]$_DFFE_PP_ | rst | 3
finish | DataOut[1]$_DFFE_PP_ | rst | 3
-- metal layers --
layer | up-vias | GRT usage (%) | part of all wire (%)
li1 | 163 | - | -
met1 | 150 | 4.028 | 37
met2 | 14 | 6.746 | 51
met3 | 0 | 2.619 | 12
met4 | 0 | 0 | 0
met5 | - | 0 | 0
-- registers in the layout, indices dropped and copies added, names as in the netlist --
name        count
fifo_array      9
DataOut         9
-- layout by cell type, fill, tap and decap left out --
cell                              instances
sky130_fd_sc_hd__dlygate4sd2_1            1
sky130_fd_sc_hd__clkbuf_2                 4
sky130_fd_sc_hd__buf_12                   1
sky130_fd_sc_hd__mux2_4                   9
sky130_fd_sc_hd__buf_4                    1
sky130_fd_sc_hd__buf_6                    2
sky130_fd_sc_hd__buf_2                    5
sky130_fd_sc_hd__and2_4                   1
sky130_fd_sc_hd__clkbuf_8                 4
sky130_fd_sc_hd__dfrtp_1                  9
sky130_fd_sc_hd__edfxtp_1                 9
sky130_fd_sc_hd__bufbuf_16                1
sky130_fd_sc_hd__clkdlybuf4s50_1         11
-- through the flow --
stage               utilization, %  std cells
global route                 22.79        110
finish                       22.79        110
CTS                          23.16        110
detailed placement           21.63        105
floorplan                        -         29
global placement             21.63        105
-- layout make-up --
type / count / area [um2]
repair buffers: 26 / 246.5
fillers: 450 / 3408
flip-flops and latches: 18 / 495.5
multi-input cells: 10 / 143.9
well taps: 52 / 65.06
clock buffers: 4 / 55.05
-- where the power goes --
part	internal [mW]	switching, mW
combinational	0.140	0.0489
sequential	0.845	0.0240
clock	0.349	0.212
total	1.33	0.285
-- what timing repair did --
item / CTS / global route
buffers inserted: 0 / 0
pin swaps: 0 / 1
cloned: 1 / 0
setup endpoints to repair: 27 / 8
gates resized: 28 / 5
Power and IR drop assume default switching activity.
