==> design.v <==
module RAM128x32 
#(
  parameter Data_width = 32,   
            Addr_width = 7   
  )
  (   
    input wire clk,
    input wire we,
    input wire [(Addr_width-1):0] address, 
    input wire [(Data_width-1):0] d,
    output wire [(Data_width-1):0] q
  );
  reg [Data_width-1:0] ram [2**Addr_width-1:0];
  reg [Data_width-1:0] data_reg;
  always @(posedge clk) begin : proc_RAM
    if(we) begin
      ram[address] <= d;
    end
      data_reg <= ram[address];
  end  
  assign q = data_reg;
endmodule  
==> run.sh <==
#!/bin/bash
# OpenROAD 26Q1-2900-gdf79404cd8, Yosys 0.63+post, stock flow scripts
make -C /OpenROAD-flow-scripts/flow DESIGN_CONFIG=/design/flow/config.mk WORK_HOME=/design/flow/orfs finish
==> config.mk <==
export PLATFORM = sky130hd
export DESIGN_NAME = RAM128x32
export DESIGN_NICKNAME = RAM128x32
export VERILOG_FILES = /design/flow/design.v
export SDC_FILE = /design/flow/constraint.sdc
export NUM_CORES = 4
export LEC_CHECK = 1
export CORE_UTILIZATION = 40
==> constraint.sdc <==
current_design RAM128x32

set clk_period 55.4
set clk_io_pct 0.2

create_clock -name clk0 -period $clk_period [get_ports {clk}]

set non_clock_inputs [all_inputs -no_clocks]
set_input_delay [expr $clk_period * $clk_io_pct] -clock clk0 $non_clock_inputs
set_output_delay [expr $clk_period * $clk_io_pct] -clock clk0 [all_outputs]
==> impl_report.txt <==
==== FLOW RESULTS ====
----------------------------------------------------
[Synthesis]
  Main flop type ........................ sky130_fd_sc_hd__edfxtp_1
  Proportion of synthesized chip area in sequential cells ........................ 78.6%
  Number of distinct library cells after synthesis ........................ roughly 76
  Count of flip-flops with a built-in enable after synthesis ........................ around 4000
  Post-Synthesis Mean Instance Area ........................ 17.6 sq um
  FF+latch count, synth ........................ a little over 4000
  Netlist area before placement ........................ 0.157 sq mm
  Most frequent cells after synthesis ........................ sky130_fd_sc_hd__edfxtp_1 (4096), sky130_fd_sc_hd__a221oi_1 (847), sky130_fd_sc_hd__a22oi_1 (468)
  Synth Instances ........................ between 8000 and 9000
  Synth area leader ........................ sky130_fd_sc_hd__edfxtp_1
  Leading post-synthesis cells by cell area ........................ sky130_fd_sc_hd__edfxtp_1 (78%), sky130_fd_sc_hd__a221oi_1 (4.7%), sky130_fd_sc_hd__a22oi_1 (2.2%), sky130_fd_sc_hd__mux2_2 (2.0%), sky130_fd_sc_hd__a21oi_1 (1.4%)
  Yosys stat area ........................ about 0.16 sq mm
  Cell with the most instances after synthesis ........................ sky130_fd_sc_hd__edfxtp_1
  Number of warnings issued by yosys ........................ 1
  Post-synthesis cell count from yosys ........................ a little under 9000
  Share of flip-flops with an asynchronous set or reset after synthesis ........................ 0%
  Post-synth top area share ........................ 78.2%

[Placement]
  Count of input and output buffers ........................ about 70
  Pre-CTS WS ........................ around 39 ns
  Post-detailed-placement cell area ........................ approximately 0.17 sq mm
  HPWL reported at the end of detailed placement ........................ ~340 mm
  GPL Wtd Cong ........................ 0.997
  Placed instance count ........................ 14000

[Clocking]
  Clk buf depth ........................ 4
  Clock tree from TritonCTS ........................ built
  Clock transition at the registers of the reported paths ........................ about 0.06 ns
  Clock tree sinks ........................ a little over 4000
  Cts bufs inserted ........................ ~420
  Clock insertion delay at the later pin of the skew report ........................ between 1 and 1.5 ns
  Post_cts resized ........................ 0
  Buffers inserted during post-CTS setup optimization ........................ 0
  Root buffer cell ........................ sky130_fd_sc_hd__clkbuf_16
  H-tree depth reported by CTS ........................ 5
  Post-CTS Hold Fix Bufs ........................ 0

[STA]
  Transition at the pin with the smallest max-transition slack ........................ 1.71 ns
  Worst Setup Slack, final ........................ 39.72 ns
  Max Clock Freq ........................ 0.0638 GHz
  Worst slew margin ........................ -14.0%
  WHS ........................ approximately 0.76 ns
  Minimum clock period ........................ 15.68 ns
  Worst Skew ........................ approximately 0.066 ns
  Total negative setup slack ........................ 0 ns
  Number of endpoints with negative hold slack in the final report ........................ 0
  RSZ-0062 raised after global routing ........................ false
  Ratio of final minimum period to clock period ........................ 28.3%
  Setup Viol. Count Final ........................ 0
  Final-report max-slew violation count ........................ 3

[Run]
  Tool Warnings ........................ 26
  Tally of max-capacitance violations ........................ 1

[Hold path]
  Worst min path class ........................ flip-flop to flip-flop
  Count of cells along the worst hold path ........................ 5
  Hold Startpoint ........................ ram[62][10]

[Critical path]
  Total number of cells along the worst setup path ........................ 13
  Launching element of the worst setup path ........................ address[1]
  Worst EP required ........................ 56.31 ns
  Arr. time, crit path ........................ 16.59 ns
  CP startpoint kind ........................ primary input
  Source of the worst register-to-register timing path ........................ ram[90][26]
  CP delay by family, top ........................ buffers and inverters
  Most common cell on crit path ........................ sky130_fd_sc_hd__buf_4
  Number of buffer and inverter instances along the worst setup path ........................ 8
  Cell Chain, Critical Path ........................ buf_8 -> inv_8 -> buf_4 -> buf_4 -> buf_4 -> buf_4 -> buf_4 -> o21ai_0 -> a211oi_1 -> a211oi_1 -> o2111ai_1 -> buf_4 -> or4_1
  Largest driver fanout on the critical path ........................ around 74
  Slowest library cell on the worst path ........................ sky130_fd_sc_hd__o2111ai_1
  Largest stage delay on the critical path ........................ 0.78 ns
  Setup Crit Path Kind ........................ primary input to flip-flop
  Element type at the critical path end ........................ flip-flop
  Worst r2r path cells ........................ 7

[Layout]
  Layout cell share with drive strength beyond 1 ........................ between 10% and 20%
  Area of all placed cells without fillers ........................ between 0.15 and 0.2 sq mm
  Area growth, synth to finish ........................ 14.5%
  Final Non-Filler Cells ........................ roughly 15000
  Flip-flop count of the largest register, all copies and words added ........................ 4096

[Outcome]
  Violated checks ........................ capacitance limit, slew limit
  Run status ........................ complete, but fails checks

[Floorplanning]
  Chip area ........................ ~0.4 sq mm
  CORE AREA ........................ between 0.3 and 0.4 sq mm
  Top-Level Pins ........................ 73
  Die x size ........................ 629 microns
  Y dimension of the die ........................ ~630 microns
  Initial Utilization ........................ between 40% and 50%
  Number of placement rows ........................ 229

[Global routing]
  Overflow left after global routing ........................ 0
  Met3 Use GR ........................ 30.7%
  Antenna violations before repair ........................ slightly below 60
  Global-route wire length before repair ........................ 781 mm
  Largest net degree at the start of global routing ........................ 98
  Global routing met2 resource utilization ........................ roughly two fifths
  Vias in the first global route ........................ between 90000 and 100k
  Gr busiest metal ........................ met2
  Met1 layer usage reported by global route ........................ 31.1%
  Global-route usage over all layers ........................ between 30% and 40%

[Pwr]
  LEAKAGE ........................ 55.3 nW
  Pwr dens ........................ 36.9 mW/mm^2
  Worst IR Drop VDD ........................ between 20 and 30 uV

[Detailed routing]
  Via count ........................ 94200
  DRC viols ........................ 0
  Number of iterations in the first detailed-routing pass ........................ 7
  Number of nets still failing antenna checks after routing ........................ 0
  DRT Wirelength ........................ ~570 mm
  DR iter-0 viols ........................ slightly below 8000
  Routed vias/inst ........................ approximately 6.3
  DR WL/cell ........................ roughly 38 microns

----------------------------------------------------
tightest hold or removal path, delay by kind of cell, from the launching register on:
kind / cells / cell delay (ns)
flip-flops: 1 / 0.32
AND-OR/OR-AND: 4 / 0.35
AND/OR/NAND/NOR: 1 / 0.05
layout make-up:
| class | count | area [sq um] |
|---|---|---|
| Clock inverter | 246 | 2280 |
| Fill cell | 32000 | 210000 |
| Timing Repair Buffer | 594 | 4810 |
| Inverter | 7 | 50.0 |
| Tap cell | 5197 | 6500 |
| Multi-Input combinational cell | 4092 | 31600 |
| Antenna cell | 98 | 245 |
| Clock buffer | 520 | 11000 |
| Sequential cell | 4128 | 124000 |
metrics by stage:
stage          utilization (%)  total power [mW]
2_1_floorplan                -              3.69
3_3_place_gp              42.7              3.93
3_5_place_dp              42.7              3.93
4_1_cts                   46.1              6.64
5_1_grt                   46.2              6.79
6_report                  46.2              6.64
layer usage:
layer / vias up / share of wire, % / wire (microns)
met5: - / 0.81 / 4610
met4: 97 / 5.9 / 33800
met2: 8159 / 42 / 242000
met1: 46300 / 28 / 160000
li1: 38300 / - / -
met3: 1363 / 23 / 129000
layout by cell type, fill, tap and decap left out, types with 35 or more instances in the layout:
master | netlist | final
sky130_fd_sc_hd__diode_2 | 0 | 98
sky130_fd_sc_hd__clkinv_1 | 0 | 105
sky130_fd_sc_hd__nor2_4 | 0 | 128
sky130_fd_sc_hd__a22oi_1 | 468 | 468
sky130_fd_sc_hd__nor2b_1 | 108 | 101
sky130_fd_sc_hd__mux2i_1 | 127 | 127
sky130_fd_sc_hd__nor2_1 | 290 | 162
sky130_fd_sc_hd__o21ai_0 | 324 | 310
sky130_fd_sc_hd__edfxtp_1 | 4096 | 4096
sky130_fd_sc_hd__a22o_1 | 43 | 43
sky130_fd_sc_hd__a221oi_1 | 847 | 847
sky130_fd_sc_hd__clkbuf_1 | 324 | 93
sky130_fd_sc_hd__o221ai_1 | 49 | 49
sky130_fd_sc_hd__mux2_2 | 277 | 277
sky130_fd_sc_hd__nand2_1 | 241 | 231
sky130_fd_sc_hd__a21oi_1 | 425 | 425
sky130_fd_sc_hd__mux4_2 | 70 | 70
sky130_fd_sc_hd__clkinv_2 | 0 | 75
sky130_fd_sc_hd__bufinv_16 | 0 | 35
sky130_fd_sc_hd__nor3_1 | 43 | 40
sky130_fd_sc_hd__a222oi_1 | 44 | 44
sky130_fd_sc_hd__buf_4 | 26 | 532
sky130_fd_sc_hd__o22ai_1 | 170 | 170
sky130_fd_sc_hd__clkbuf_16 | 0 | 424
sky130_fd_sc_hd__a211oi_1 | 43 | 40
sky130_fd_sc_hd__a221o_1 | 64 | 64
power by group:
| group | switching (mW) | internal (mW) | leakage (nW) |
|---|---|---|---|
| sequential | 0.0192 | 3.45 | 37.1 |
| clock | 1.19 | 1.57 | 6.47 |
| combinational | 0.313 | 0.104 | 11.7 |
final timing paths:
check,end,slack [ns]
setup / recovery,data_reg[26],39.72
hold reg to reg,data_reg[10],0.76
hold / removal,data_reg[10],0.76
setup reg to reg,data_reg[26],52.12
cell families (layout without fill, tap and decap cells):
kind of cell / after synthesis / after routing / synth area share (%)
buffers and inverters: 734 / 1367 / 2.02
DFF: 4128 / 4128 / 78.6
and+or+nand+nor: 885 / 885 / 2.73
muxes: 476 / 476 / 3.81
other: 0 / 98 / 0
AOI/OAI and AO/OA: 2731 / 2731 / 12.8
Power figures rest on the tool's default switching activity, not on a simulated workload.
