`run.sh`:
```
#!/bin/bash
# OpenROAD 26Q1-2900-gdf79404cd8, Yosys 0.63+post, stock flow scripts
make -C /OpenROAD-flow-scripts/flow DESIGN_CONFIG=/design/flow/config.mk WORK_HOME=/design/flow/orfs finish
```
`config.mk`:
```
export PLATFORM = sky130hd
export DESIGN_NAME = ALU
export DESIGN_NICKNAME = ALU
export VERILOG_FILES = /design/flow/design.v
export SDC_FILE = /design/flow/constraint.sdc
export NUM_CORES = 4
export LEC_CHECK = 1
export CORE_UTILIZATION = 50
```
`constraint.sdc`:
```
current_design ALU

set clk_period 35.0
set clk_io_pct 0.2

create_clock -name clk0 -period $clk_period

set non_clock_inputs [all_inputs -no_clocks]
set_input_delay [expr $clk_period * $clk_io_pct] -clock clk0 $non_clock_inputs
set_output_delay [expr $clk_period * $clk_io_pct] -clock clk0 [all_outputs]
```
`design.v`:
```
module ALU ( 
  input [2:0] Op_code,
  input [31:0] A, B,
  output reg [31:0] Y
);
always @* begin
  case (Op_code)
    3'b000:
      Y <= A;
    3'b001:
      Y <= A + B;
    3'b010:
      Y <= A - B;
    3'b011:
      Y <= A & B;
    3'b100:
      Y <= A | B;
    3'b101:
      Y <= A + 1;
    3'b110:
      Y <= A - 1;
    3'b111:
      Y <= B;
    default:
      Y <= '0;
  endcase  
end
endmodule  
```
==> changes_impl.md <==
## Flow update

* Die height at roughly 86 um
* Critical path capture point type: output port
* # IOs at 99
* Clock buffer count at 0
* Congestion Overflow GR at 0
* Top cells, area: ha_1, xnor2_1, nand2_1, a221oi_1, a21oi_1
* Port Buf Inserts at roughly 100
* Yosys Warn Count at 1
* Highest clock rate at between 0.05 and 0.06 GHz
* Die ar. at roughly 7400 sq um
* Flop count at 0
* Total net switching power at 0.00004468 W
* Most frequent cells in the layout: clkdlybuf4s50_1, nand2_1, a21oi_1, o21ai_0, xnor2_1
* Cell taking the most area after synthesis: ha_1
* Final hold viol count at 0
* Sw Ratio at 0.4876
* Post-Syn Instances at between 500 and 600
* Yosys cell count at roughly 530
* Antenna violations before repair at 0
* DP Wirelength at 9212 um
* Post-Syn Area per Cell at around 6.6 sq um
* Slew headroom at 0.3582
* Fillers at 588
* Vias per inst at 6.366
* CTS resizes at 0
* Maximum vdd drop at 0.009844 mV
* WS Path Type: in2out
* Crit path DAT at 12.70 ns
* Total Power at ~0.000092 W
* Cell-internal power at roughly 0.000047 W
* Post-Route WL at between 10000 and 15000 um
* PwrDens at 20.05 nW/um^2
* Dominant logic cell type in the layout: clkdlybuf4s50_1
* RSZ-0062 raised after global routing: false
* DRT Pass-1 Iters at 5
* Final TNS setup at 0 ns
* # rows at 30
* Post-route cell area at between 4000 and 5000 sq um
* Leak pwr at about 1.7 nW
* Largest net degree at the start of global routing at roughly 42
* Hold Path Class: in2out
* Final Util at 0.6727
* Critical path launch point type: input pin
* Detailed-route wire length per cell at between 15 and 20 um
* Sequential Power Share at 0
* Final GP Congestion at ~1.0
* Post-synth seq share at 0
* Critical Path RT at roughly 28 ns
* Setup violations, final at 0
* First-pass GRT wire length at 19740 um
* Netlist cell types at 69
* Hold_ws at roughly 15 ns
* DR DRC count at 0
* Top area contributor share at 0.1133
* Vias in the first global route at approximately 3.9k
* Setup Fix Bufs, Post-CTS at 0
* Clock power share at 0
* Total Routing Usage GR at 0.3358
* Post-DRT Antenna Nets at 0
* Layout cells sized above 1 at 0.05931
* Diode count at 0
* Comb pwr share at 1.000
* Max Cap Violations at 0
* Final Cycle Share at 0.5630
* Logic area at roughly 3300 sq um
* Log Warnings at 33
* Core area at between 6000 and 7000 sq um
* DR vias at roughly 4.5k
* Slew @ Worst Pin at ~0.96 ns
* Yosys synthesis chip area at 3533 sq um
* Netlist Area Pre-Place at around 3500 sq um
* Floorplan Utilization at 0.5201
* DRT iter0 DRCs at 286
* Post-cts hold buffer count at 0
* Synth-to-Final Area Change at 29.36%
* Max Slew Vio Count at 0
* Status: finished, final reports clean
* Area after DPL at 4571 sq um
* Critical path peak fanout at about 40
* Tmin final at around 20 ns
* Reg area at 0 sq um
* Die width at approximately 86 um
## cells by family after synthesis
kind of cell / count (synthesis) / share of synthesized area
muxes: 9 / 0.02691
and+or+nand+nor: 174 / 0.2528
xor gates and xnor gates: 53 / 0.1314
AOI/OAI and AO/OA: 211 / 0.4101
adders and majority gates: 33 / 0.1190
buffers and inverters: 54 / 0.05984
## final timing paths
path / startpoint / end / slack (ns) / cells after the start
setup / recovery: Op_code[0] / Y[23] / 15.30 / 18
hold / removal: A[8] / Y[8] / 14.94 / 4
## Yosys cell counts, drive strengths merged, types with 5 or more instances
master,count
nand2b,6
inv,19
xor2,20
a221oi,33
nor2,34
a211oi,5
a221o,7
nand4,5
xnor2,33
a21o,13
a22oi,7
o21a,10
a21oi,53
mux2i,5
clkbuf,29
o21ai,42
buf,5
ha,32
or3,11
nand2,74
nor3,12
## routing by layer
layer	part of all wire	track usage	up-vias	wire length, um
met3	0.095	0.03125	16	1179
met5	0	0	-	0
li1	-	-	2181	-
met4	0.012	0.06212	0	148
met1	0.47	0.5276	2037	5851
met2	0.42	0.5000	241	5222
## final cells by class
class                      instances  share of cell area
multi-input combinational        480              0.7273
inverter                          20             0.01642
timing repair buffer             107              0.2299
tap                               96             0.02628
## per-stage QoR
step	setup slack, ns	std cells
2_1_floorplan	17.01	534
3_3_place_gp	15.46	703
3_5_place_dp	15.47	703
4_1_cts	15.44	703
5_1_grt	15.03	703
6_report	15.30	703
## power by group through the flow
| stage | combinational [W] | sequential, W | clock, W |
|---|---|---|---|
| after CTS | 0.0000905 | 0 | 0 |
| after global routing | 0.000101 | 0 | 0 |
| final | 0.0000916 | 0 | 0 |
## worst max-delay path, cell delays in order
cell and delay [ns]:
clkdlybuf4s50_1 0.46, buf_4 0.41, inv_1 0.17, nand2_1 0.31
buf_4 0.41, nor2_2 0.10, a221oi_1 0.33, ha_1 0.36
a211oi_1 0.26, nor2_1 0.09, o41a_1 0.34, a221oi_1 0.60
a21boi_0 0.28, o21a_1 0.22, o21ai_0 0.17, mux2_2 0.35
a221oi_1 0.30, clkdlybuf4s50_1 0.51
Power figures rest on the tool's default switching activity, not on a simulated workload.
